`flow/run.sh`:
```
#!/bin/bash
# OpenROAD 26Q1-2900-gdf79404cd8, Yosys 0.63+post, stock flow scripts
make -C /OpenROAD-flow-scripts/flow DESIGN_CONFIG=/design/flow/config.mk WORK_HOME=/design/flow/orfs finish
```
`flow/constraint.sdc`:
```
current_design cpu

set clk_period 7.3
set clk_io_pct 0.2

create_clock -name clk0 -period $clk_period [get_ports {clk}]

set non_clock_inputs [all_inputs -no_clocks]
set_input_delay [expr $clk_period * $clk_io_pct] -clock clk0 $non_clock_inputs
set_output_delay [expr $clk_period * $clk_io_pct] -clock clk0 [all_outputs]
```
`flow/config.mk`:
```
export PLATFORM = sky130hd
export DESIGN_NAME = cpu
export DESIGN_NICKNAME = cpu
export VERILOG_FILES = /design/flow/design.v
export SDC_FILE = /design/flow/constraint.sdc
export NUM_CORES = 4
export LEC_CHECK = 1
export CORE_UTILIZATION = 40
```
`flow/design.v`:
```
module acc_sum(
    clk,
    rst,
    ena,
    data,
    accum
);
input clk;
input rst;
input ena;
input [7:0]data;
output reg [7:0]accum;
always@(posedge clk)
    if(!rst)
        accum <= 8'b0000_0000;
    else if(ena)
        accum <= data;
endmodule 
module addr_fetch(
    fetch,
    pc_addr,
    ir_addr,
    addr
);
input fetch;
input [12:0]pc_addr;
input [12:0]ir_addr;
output [12:0]addr;
assign addr = fetch ? pc_addr : ir_addr;
endmodule
module alu(
    clk,
    ena,
    opcode,
    accum,
    data,
    zero,
    alu_out
);
parameter   HLT = 8'b000,
            LDA = 8'b101,
            STO = 8'b110,
            SKZ = 8'b001,
            JMP = 8'b111,
            ADD = 8'b010,
            AND = 8'b011,
            XOR = 8'b100;
input clk;
input ena;
input [2:0]opcode;
input [7:0]accum;
input [7:0]data;
output zero;
output reg [7:0]alu_out;
assign zero = !accum;
always@(posedge clk)
    if(ena)
        begin
            casex(opcode)
                HLT: alu_out <= accum;
                LDA: alu_out <= data;
                STO: alu_out <= accum;
                SKZ: alu_out <= accum;
                JMP: alu_out <= accum;
                ADD: alu_out <= data + accum;
                AND: alu_out <= data & accum;
                XOR: alu_out <= data ^ accum;
            default: alu_out <= 8'bxxxx_xxxx;
            endcase
        end
endmodule 
`timescale 1ns/1ns
module clk_gen(
    clk,
    rst,
    fetch,
    alu_ena
);
input clk;
input rst;
output reg fetch;
output reg alu_ena;
localparam  s1 = 8'b0000_0001,
            s2 = 8'b0000_0010,
            s3 = 8'b0000_0100,
            s4 = 8'b0000_1000,
            s5 = 8'b0001_0000,
            s6 = 8'b0010_0000,
            s7 = 8'b0100_0000,
            s8 = 8'b1000_0000,
            IDLE = 8'b0000_0000;
reg [7:0]state;
always@(posedge clk)
    if(!rst)
        begin 
            state <= IDLE;
            fetch <= 1'b0;
            alu_ena <= 1'b0;
        end 
    else begin
        case(state)
              IDLE: begin state <= s1; end 
                s1: begin state <= s2; alu_ena <= 1'b1; end
                s2: begin state <= s3; alu_ena <= 1'b0; end
                s3: begin state <= s4; fetch <= 1'b1; end
                s4: begin state <= s5; end
                s5: begin state <= s6; end
                s6: begin state <= s7; end
                s7: begin state <= s8; fetch <= 1'b0;end
                s8: begin state <= s1; end
           default: begin state <= IDLE; end
        endcase 
    end
endmodule 
`timescale 1ns/1ns
module cnt(
    clk,
    rst,
    load,
    pc_addr,
    ir_addr
);
input clk;
input rst;
input load;
input [12:0]ir_addr;
output reg [12:0]pc_addr;
always@(posedge clk or negedge rst)
    if(!rst)
        pc_addr <= 13'b0_0000_0000_0000;
    else if(load)
        pc_addr <= ir_addr;
    else 
        pc_addr <= pc_addr + 1'b1;
endmodule 
module cpu(
    clk,
    rst,
    halt,
    rd,
    wr,
    addr,
    data,
    fetch,
    opcode,
    ir_addr,
    pc_addr
);
input clk;
input rst;
output halt;
output rd;
output wr;
output [12:0]addr;
inout [7:0]data;
output fetch;
output [2:0]opcode;
output [12:0]ir_addr;
output [12:0]pc_addr;
wire fetch;
wire alu_ena;
wire load_ir;
wire load_acc;
wire [7:0]alu_out;
wire [7:0]accum;
wire zero;
wire load_pc;
wire data_ena;
wire contr_ena;
wire inc_pc;
clk_gen clk_gen(
    .clk(clk),
    .rst(rst),
    .fetch(fetch),
    .alu_ena(alu_ena)
);
inst_reg inst_reg(
    .clk(clk),
    .rst(rst),
    .ena(load_ir),
    .data(data),
    .opc_iraddr({opcode,ir_addr})
);
acc_sum acc_sum(
    .clk(clk),
    .rst(rst),
    .ena(load_acc),
    .data(alu_out),
    .accum(accum)
);
alu alu(
    .clk(clk),
    .ena(alu_ena),
    .opcode(opcode),
    .accum(accum),
    .data(data),
    .zero(zero),
    .alu_out(alu_out)
);
data_ctrl data_ctrl(
    .ena(data_ena),
    .data_in(alu_out),
    .data(data)
);
addr_fetch addr_fetch(
    .fetch(fetch),
    .pc_addr(pc_addr),
    .ir_addr(ir_addr),
    .addr(addr)
);
cnt cnt(
    .clk(inc_pc),
    .rst(rst),
    .load(load_pc),
    .pc_addr(pc_addr),
    .ir_addr(ir_addr)
);
machine_ctrl machine_ctrl(
    .clk(clk),
    .rst(rst),
    .fetch(fetch),
    .ena(contr_ena)
);
machine machine(
    .clk(clk),
    .ena(contr_ena),
    .zero(zero),
    .opcode(opcode),
    .data_ena(data_ena),
    .halt(halt),
    .inc_pc(inc_pc),
    .rd(rd),
    .wr(wr),
    .load_acc(load_acc),
    .load_pc(load_pc),
    .load_ir(load_ir)
);
endmodule 
module data_ctrl(
    ena,
    data_in,
    data
);
input ena;
input [7:0]data_in;
output [7:0]data;
assign data = ena ? data_in : 8'bxxxx_xxxx;
endmodule 
module inst_reg(
    clk,
    rst,
    ena,
    data,
    opc_iraddr
);
input clk;
input rst;
input ena;
input [7:0]data;
output reg [15:0]opc_iraddr;
reg state;
always@(posedge clk)
    if(!rst)
        begin
            state <= 1'b0;
            opc_iraddr <= 16'h0000;
        end
    else if(ena) 
        begin 
            casex(state)
                1'b0: begin state <= 1'b1; opc_iraddr[15:8] <= data;end
                1'b1: begin state <= 1'b0; opc_iraddr[7 :0] <= data;end 
             default: begin state <= 1'bx; opc_iraddr <= 16'hxxxx;end
            endcase 
        end
endmodule 
module machine(
    clk,
    ena,
    zero,
    opcode,
    data_ena,
    halt,
    inc_pc,
    rd,
    wr,
    load_acc,
    load_pc,
    load_ir
);
parameter   HLT = 8'b000,
            LDA = 8'b101,
            STO = 8'b110,
            SKZ = 8'b001,
            JMP = 8'b111,
            ADD = 8'b010,
            AND = 8'b011,
            XOR = 8'b100;
input clk;
input ena;
input zero;
input [2:0]opcode;
output reg data_ena;
output reg halt;
output reg inc_pc;
output reg rd, wr;
output reg load_acc;
output reg load_pc;
output reg load_ir;
reg [2:0]state;
always@(negedge clk)
    if(!ena)
        begin
            state <= 3'b000;
            {inc_pc, load_acc, load_pc, rd}   <= 4'b0000;
            {wr, load_ir, data_ena, halt} <= 4'b0000;
        end
    else 
        ctrl_cycle;
task ctrl_cycle;
    begin
        casex(state)
            3'b000: begin  
                        state <= 3'b001;
                        {inc_pc, load_acc, load_pc, rd}   <= 4'b0001;
                        {wr, load_ir, data_ena, halt} <= 4'b0100;
                    end
            3'b001: begin  
                        state <= 3'b010;
                        {inc_pc, load_acc, load_pc, rd}   <= 4'b1001;
                        {wr, load_ir, data_ena, halt} <= 4'b0100;
                    end
            3'b010: begin  
                        state <= 3'b011;
                        {inc_pc, load_acc, load_pc, rd}   <= 4'b0000;
                        {wr, load_ir, data_ena, halt} <= 4'b0000;
                    end
            3'b011: begin  
                        state <= 3'b100;
                        if(opcode == HLT)
                            begin 
                                {inc_pc, load_acc, load_pc, rd}   <= 4'b1000;
                                {wr, load_ir, data_ena, halt} <= 4'b0001;
                            end
                        else 
                            begin 
                                {inc_pc, load_acc, load_pc, rd}   <= 4'b1000;
                                {wr, load_ir, data_ena, halt} <= 4'b0000;
                            end
                    end
            3'b100: begin  
                        state <= 3'b101;
                        if(opcode == JMP)
                            begin 
                                {inc_pc, load_acc, load_pc, rd}   <= 4'b0010;
                                {wr, load_ir, data_ena, halt} <= 4'b0000;
                            end
                        else if(opcode == ADD || opcode == AND || opcode == XOR || opcode == LDA)
                            begin 
                                {inc_pc, load_acc, load_pc, rd}   <= 4'b0001;
                                {wr, load_ir, data_ena, halt} <= 4'b0000;
                            end
                        else if(opcode == STO)
                            begin 
                                {inc_pc, load_acc, load_pc, rd}   <= 4'b0000;
                                {wr, load_ir, data_ena, halt} <= 4'b0010;
                            end
                        else 
                            begin 
                                {inc_pc, load_acc, load_pc, rd}   <= 4'b0000;
                                {wr, load_ir, data_ena, halt} <= 4'b0000;
                            end
                    end
            3'b101: begin  
                        state <= 3'b110;
                        if(opcode == ADD || opcode == AND || opcode == XOR || opcode == LDA)
                            begin 
                                {inc_pc, load_acc, load_pc, rd}   <= 4'b0101;
                                {wr, load_ir, data_ena, halt} <= 4'b0000;
                            end
                        else if(opcode == SKZ && zero == 1'b1)
                            begin 
                                {inc_pc, load_acc, load_pc, rd}   <= 4'b1000;
                                {wr, load_ir, data_ena, halt} <= 4'b0000;
                            end
                        else if(opcode == JMP)
                            begin 
                                {inc_pc, load_acc, load_pc, rd}   <= 4'b1010;
                                {wr, load_ir, data_ena, halt} <= 4'b0000;
                            end
                        else if(opcode == STO)
                            begin 
                                {inc_pc, load_acc, load_pc, rd}   <= 4'b0000;
                                {wr, load_ir, data_ena, halt} <= 4'b1010;
                            end
                        else 
                            begin 
                                {inc_pc, load_acc, load_pc, rd}   <= 4'b0000;
                                {wr, load_ir, data_ena, halt} <= 4'b0000;
                            end
                    end
            3'b110: begin 
                        state = 3'b111;
                        if(opcode == STO)
                            begin 
                                {inc_pc, load_acc, load_pc, rd}   <= 4'b0000;
                                {wr, load_ir, data_ena, halt} <= 4'b0010;
                            end
                        else if(opcode == ADD || opcode == AND || opcode == XOR || opcode == LDA)
                            begin 
                                {inc_pc, load_acc, load_pc, rd}   <= 4'b0001;
                                {wr, load_ir, data_ena, halt} <= 4'b0000;
                            end
                        else 
                            begin 
                                {inc_pc, load_acc, load_pc, rd}   <= 4'b0000;
                                {wr, load_ir, data_ena, halt} <= 4'b0000;
                            end
                    end
            3'b111: begin 
                        state <= 3'b000;
                        if(opcode == SKZ && zero == 1'b1)
                            begin 
                                {inc_pc, load_acc, load_pc, rd}   <= 4'b1000;
                                {wr, load_ir, data_ena, halt} <= 4'b0000;
                            end
                        else 
                            begin 
                                {inc_pc, load_acc, load_pc, rd}   <= 4'b0000;
                                {wr, load_ir, data_ena, halt} <= 4'b0000;
                            end
                    end
           default: begin 
                        state <= 3'b000;
                        {inc_pc, load_acc, load_pc, rd}   <= 4'b0000;
                        {wr, load_ir, data_ena, halt} <= 4'b0000;
                    end
        endcase 
    end
endtask
endmodule
`timescale 1ns/1ns
module machine_ctrl(
    clk,
    rst,
    fetch,
    ena
);
input clk;
input rst;
input fetch;
output reg ena;
always@(posedge clk)
    if(!rst)
        ena <= 1'b0;
    else if(fetch)
        ena <= 1'b1;
endmodule 
```
==> report_table.html <==
<!-- implementation run metrics -->
<table>
<tr><th>Metric</th><th>Value</th></tr>
<tr><th colspan="2">Status</th></tr>
<tr><td>Run status</td><td>did not finish</td></tr>
<tr><td>Stage reached</td><td>4_1_cts</td></tr>
<tr><td>Tool error message</td><td>[error] [KeplerFormal.cpp:679] Workflow failed: Iso has multiple drivers: .data0, data[0]$_DFFE_PP_.Q0</td></tr>
<tr><th colspan="2">Yosys</th></tr>
<tr><td>Largest type area fraction</td><td>a little under a third</td></tr>
<tr><td>Unique masters post-synth</td><td>46</td></tr>
<tr><td>Mapped Area</td><td>0.00331 mm²</td></tr>
<tr><td>Number of warning messages in the yosys log</td><td>7</td></tr>
<tr><td>Number of standard cells after synthesis</td><td>about 350</td></tr>
<tr><td>Per-instance average area after synthesis</td><td>9.36 µm²</td></tr>
<tr><td>EDFF count, synth</td><td>8</td></tr>
<tr><td>Share of flip-flops with an asynchronous set or reset</td><td>~18%</td></tr>
<tr><td>Chip area from the yosys synthesis statistics</td><td>about 0.0033 mm²</td></tr>
<tr><td>Flip-flop cell with the highest count after synthesis</td><td>dfxtp_1</td></tr>
<tr><td># Cells Yosys</td><td>354</td></tr>
<tr><td>Synthesized registers</td><td>73</td></tr>
<tr><td>Post-synth top area cell</td><td>dfxtp_1</td></tr>
<tr><td>Synth top area cells</td><td>dfxtp_1 (31%), dfrtp_1 (9.8%), edfxtp_1 (7.3%)</td></tr>
<tr><td>Post-synth seq share</td><td>48.5%</td></tr>
<tr><th colspan="2">Die</th></tr>
<tr><td>Vert. Die Dim</td><td>between 90 and 100 µm</td></tr>
<tr><td>Top Ports</td><td>~56</td></tr>
<tr><td>Cell Rows</td><td>32</td></tr>
<tr><td>Horizontal die dimension</td><td>between 90 and 100 µm</td></tr>
<tr><td>Core utilization at floorplan</td><td>42.0%</td></tr>
<tr><th colspan="2">Clocking</th></tr>
<tr><td>Count of cells resized by post-cts repair</td><td>0</td></tr>
<tr><td>Root Buffer</td><td>clkbuf_8</td></tr>
<tr><td>Number of buffers inserted during clock tree synthesis</td><td>9</td></tr>
<tr><td># Post-CTS Setup Buffers</td><td>0</td></tr>
<tr><td>Clock Path Buffers</td><td>2</td></tr>
<tr><td>Depth of the CTS H-tree</td><td>3</td></tr>
<tr><td>Number of hold buffers added after CTS</td><td>0</td></tr>
<tr><th colspan="2">Placed design</th></tr>
<tr><td>Number of buffers added on ports</td><td>47</td></tr>
<tr><td>Area after DPL</td><td>approximately 0.0038 mm²</td></tr>
<tr><td>Total half-perimeter wirelength after legalization and detailed placement</td><td>5.26 mm</td></tr>
<tr><td>Placer's final routability congestion estimate</td><td>0.895</td></tr>
<tr><th colspan="2">STA</th></tr>
<tr><td>Count of unclocked register or latch pins</td><td>13</td></tr>
<tr><td>Endpoints left unconstrained</td><td>26</td></tr>
</table>
## cell families after synthesis
| group | share of synthesized area (%) |
|---|---|
| flip-flops | 48.5 |
| AND/OR/NAND/NOR | 18.7 |
| multiplexers | 7.14 |
| AND-OR/OR-AND | 13.5 |
| XOR/XNOR | 4.23 |
| adder cells (fa/ha/maj) | 4.00 |
| buffers and inverters | 3.93 |
## synth_stat cells (4+ instances only)
cell type and number:
mux2i_1 9, xor2_1 10, nand2_1 44, nor2_1 28, a21oi_1 26, xnor2_1 6
and2_1 17, inv_1 9, dfxtp_1 52, dfrtp_1 13, o22ai_1 10, o21ai_0 17
nor3_1 4, clkbuf_1 13, ha_1 9, nand3_1 19, nand2b_1 7, edfxtp_1 8
mux2_2 13
## per-stage QoR
step,setup slack (ns),cells,util (%)
detailed placement,1.45,486,48.6
floorplan,1.93,354,-
global placement,1.46,486,48.6
